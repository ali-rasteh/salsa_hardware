[flow/run.sh]
#!/bin/bash
# OpenROAD 26Q1-2900-gdf79404cd8, Yosys 0.63+post, stock flow scripts
make -C /OpenROAD-flow-scripts/flow DESIGN_CONFIG=/design/flow/config.mk WORK_HOME=/design/flow/orfs finish
[flow/config.mk]
export PLATFORM = sky130hd
export DESIGN_NAME = mult_IEEE754_32bit
export DESIGN_NICKNAME = mult_IEEE754_32bit
export VERILOG_FILES = /design/flow/design.v
export SDC_FILE = /design/flow/constraint.sdc
export NUM_CORES = 4
export LEC_CHECK = 1
export CORE_UTILIZATION = 40
export SYNTH_HDL_FRONTEND = slang
[flow/constraint.sdc]
current_design mult_IEEE754_32bit

set clk_period 24.8
set clk_io_pct 0.2

create_clock -name clk0 -period $clk_period

set non_clock_inputs [all_inputs -no_clocks]
set_input_delay [expr $clk_period * $clk_io_pct] -clock clk0 $non_clock_inputs
set_output_delay [expr $clk_period * $clk_io_pct] -clock clk0 [all_outputs]
[flow/design.v]
module mult_IEEE754_32bit #(parameter WIDTH = 32) (
    input  [WIDTH-1:0] a,     
    input  [WIDTH-1:0] b,     
    output [WIDTH-1:0] product  
);
    wire sign_a = a[31];
    wire sign_b = b[31];
    wire [7:0] exp_a = a[30:23];
    wire [7:0] exp_b = b[30:23];
    wire [23:0] mant_a = {1'b1, a[22:0]};
    wire [23:0] mant_b = {1'b1, b[22:0]};
    wire sign_product = sign_a ^ sign_b;
    wire [47:0] mant_product = mant_a * mant_b;
    wire [7:0] exp_product = exp_a + exp_b - 127;  
    reg [22:0] mant_normalized;
    reg [7:0] exp_normalized;
    always @(*) begin
        if (mant_product[47]) begin
            mant_normalized = mant_product[46:24];
            exp_normalized = exp_product + 1;
        end else begin
            mant_normalized = mant_product[45:23];
            exp_normalized = exp_product;
        end
    end
    assign product = {sign_product, exp_normalized, mant_normalized};
endmodule
==> notes.md <==
Synthesis and PnR results.

- The count of nets left with antenna violations once routing finished came out at 0.
- The height of the die reads 222 um.
- The number of failing hold endpoints at the final stage is 0.
- The placeable core region reads about 48,000 um^2.
- After the first detailed-routing iteration, the DRC count stood at 568.
- The number of library cell types mapped by synthesis is 59.
- In the final layout, the clock buffer count is 0.
- The overall die width reads 222 um.
- The final routed DRC violation total reads 0.
- The Yosys warning count is 0.
- The worst setup path is launched from a primary input.
- Per the repair_timing log after CTS, setup buffers inserted total 0.
- The post-detailed-routing wire length reads 51.8 mm.
- The layout has between 4,000 and 5,000 filler cells.
- The total congestion overflow is 0.
- The number of logged tool warnings is 33.
- The worst-case setup slack after placement reads 6.24 ns.
- The worst path in the final design needs a cycle of 18.53 ns, including I/O delays and setup.
- The flow measured a signed area growth from synthesis to layout of 8.54%.
- The launch point of the worst path is b[8].
- The wire length per cell reads 18.1 um.
- In the final report, the number of pins over their slew limit comes to 0.
- Summed over its instances, the top area cell type makes up between 40% and 50% of the synthesized netlist area.
- The wire length of the first global-routing pass reads 84.0 mm.
- The count of TritonRoute iterations in the first routing pass reads 5.
- The type of the worst setup path reads in2out.
- Global routing used 23.7% of the available tracks across all layers.
- Across the run, the number of max-cap violations was 0.
- The synthesized netlist occupies a cell area of 19,300 um^2.
- The minimum hold slack is 10.84 ns.
- In the routed layout, each cell is associated on average with a via count of 4.99.
- Per the timing report, the achievable frequency comes out to 54.0 MHz.
- The floorplan utilization reads 40.5%.
- By area the synthesized netlist is led by fa_1 (50%), ha_1 (12%), inv_1 (12%), and2_1 (7.8%), nand2_1 (5.8%).
- The total of buffers placed on input and output ports reads 96.
- The routability congestion estimate is 0.920.
- Counting stages on the worst path, the most repeated cell is fa_1.
- In the final report, the number of endpoints failing setup comes to 0.
- The storage element area reads 0 um^2.
- The post-layout period usage of the worst path reads between 70% and 80%.
- In the synthesis report, Yosys lists the chip area as approximately 19,000 um^2.
- The critical path capture point type is an output port.
- The maximum number of pins on one net before global-route repair reads 25.
- The cell family contributing the most delay on the critical path is adder cells.
- The post-placement cell area is 21,000 um^2.
- The largest stage delay on the critical path reads 0.93 ns.
- The worst hold path startpoint is a[31].
- The number of placement rows reads 80.
- The path class of the lowest-slack min-delay path reads in2out.
- The run finished with clean final reports.
- Looking at the hold checks, the worst path lands on product[31].
- The slew at the pin closest to its max-slew limit is 0.933 ns.
- For the worst setup path, the data required time is roughly 20 ns.
- The data arrival time of the worst path reads 13.57 ns.
- The critical path contains buffers and inverters numbering 10 combined.
- The half-perimeter wire length after detailed placement reads approximately 41 mm.
- The overall die area reads 49,100 um^2.
- The average cell area after synthesis is 8.76 um^2.
- The number of sequential cells reported for the layout is 0.
- The number of antenna violations at the first check in global routing is 1.
- The cell at the slowest stage of the critical path reads clkdlybuf4s50_1.
- The sequential share of the synthesized area reads 0%.
- The area of all placed cells without fillers reads 21,000 um^2.
- The number of hold buffers added after CTS was 0.
- The synthesized design spends more area on one cell type than any other, namely fa_1.
- The setup TNS reads 0 ns.
- Setup repair after global routing left no endpoint under its margin.
- The post-route netlist has 3.26% of its cells at a drive strength greater than 1.
- The post-route worst setup slack reads 6.27 ns.
- The tightest slew margin relative to the limit reads 37.6%.
- The post-cts resize count is 0.
- The top fanout value on the critical path reads 24.
- The cell depth of the worst hold path is 3.
- 0 antenna diodes ended up in the layout.
- The yosys cell count is between 2,000 and 2,500.
- The synthesized instance count reads 2,203.
- The count of vias placed by the detailed router is approximately 14,000.
- The number of global-route vias before repair is 15,500.
- For this design the top-level I/O count stands at 96.
[placed cells by master, fill, tap and decap left out, types with 20 or more instances in the layout]
cell type	synthesis	layout
nor2_1	47	47
and2_1	242	242
fa_1	482	482
ha_1	183	183
clkdlybuf4s50_1	0	96
a21o_1	20	20
xnor2_1	26	26
buf_4	1	46
a21oi_1	50	50
inv_1	594	594
nand2_1	297	297
[layer usage]
metal / routed length, um / vias to the layer above / track usage [%] / share of wire (%)
li1: - / 6469 / - / -
met1: 19900 / 7148 / 31.2 / 38
met2: 24900 / 575 / 37.4 / 48
met3: 5670 / 68 / 10.7 / 11
met4: 1250 / 4 / 4.68 / 2.4
met5: 55 / - / 0.684 / 0.11
[through the flow]
stage | instances | util (%)
global placement | 2857 | 44.0
CTS | 2857 | 44.0
detailed placement | 2857 | 44.0
global route | 2857 | 44.0
floorplan | 2203 | -
finish | 2857 | 44.0
[Yosys cell counts, types with 2 or more instances]
library cell	count
a211o_1	2
a211oi_1	8
a211oi_2	2
a21boi_0	3
a21o_1	20
a21oi_1	50
a221oi_1	3
a31oi_1	3
and2_1	242
and3_1	7
buf_1	3
buf_2	5
buf_6	4
clkbuf_1	90
clkinv_1	2
fa_1	482
ha_1	183
inv_1	594
mux2_2	4
mux2_4	12
mux2i_1	5
nand2_1	297
nand2b_1	2
nand3_1	10
nand3b_1	2
nand4_1	6
nand4_2	2
nand4b_1	2
nor2_1	47
nor2b_1	3
nor3_1	7
nor3b_1	3
nor4_1	3
o2111ai_1	3
o211ai_1	6
o21a_1	2
o21ai_0	19
o21ai_1	2
o21bai_1	5
xnor2_1	26
xor2_1	14
[kinds of logic (layout without fill, tap and decap cells)]
logic type	Yosys count	count (layout)	share of synthesized area, %
buf+inv	699	738	13.8
fa+ha+maj	665	665	61.8
simple gates	638	638	16.3
compound gates	140	140	4.78
xor+xnor	40	40	1.81
mux	21	21	1.43
[cell type report]
class                      count  area, um^2  area share (%)
timing repair buffer         142        1310            6.23
multi-input combinational   1504       16600            79.4
tap                          615         769            3.67
inverter                     596        2240            10.7
[worst max-delay path by stage]
stage,slack (ns),cells after the start,to
6_report,6.27,28,product[24]
5_1_grt,5.70,26,product[6]
4_1_cts,6.22,26,product[6]
