[flow/design.v]
module adder_IEEE754_32bit #(parameter WIDTH = 32) (
    input  [WIDTH-1:0] a,     
    input  [WIDTH-1:0] b,     
    output [WIDTH-1:0] sum    
);
    wire sign_a = a[31];
    wire sign_b = b[31];
    wire [7:0] exp_a = a[30:23];
    wire [7:0] exp_b = b[30:23];
    wire [23:0] mant_a = {1'b1, a[22:0]};
    wire [23:0] mant_b = {1'b1, b[22:0]};
    wire [7:0] exp_diff = (exp_a > exp_b) ? (exp_a - exp_b) : (exp_b - exp_a);
    wire [23:0] mant_a_shifted = (exp_a > exp_b) ? mant_a : (mant_a >> exp_diff);
    wire [23:0] mant_b_shifted = (exp_b > exp_a) ? mant_b : (mant_b >> exp_diff);
    wire [7:0] exp_sum = (exp_a > exp_b) ? exp_a : exp_b;
    reg [24:0] mant_sum;
    reg [22:0] mant_normalized;
    reg [7:0] exp_normalized;
    always @(*) begin
        if (sign_a == sign_b) begin
            mant_sum = mant_a_shifted + mant_b_shifted;
        end else begin
            mant_sum = (mant_a_shifted > mant_b_shifted) ?
                    (mant_a_shifted - mant_b_shifted) :
                    (mant_b_shifted - mant_a_shifted);
        end
        if (mant_sum[24]) begin
            mant_normalized = mant_sum[23:1];
            exp_normalized = exp_sum + 1;
        end else begin
            mant_normalized = mant_sum[22:0];
            exp_normalized = exp_sum;
        end
    end
    wire sign_sum = (mant_a_shifted > mant_b_shifted) ? sign_a : sign_b;
    assign sum = {sign_sum, exp_normalized, mant_normalized};
endmodule
[flow/run.sh]
#!/bin/bash
# OpenROAD 26Q1-2900-gdf79404cd8, Yosys 0.63+post, stock flow scripts
make -C /OpenROAD-flow-scripts/flow DESIGN_CONFIG=/design/flow/config.mk WORK_HOME=/design/flow/orfs finish
[flow/config.mk]
export PLATFORM = sky130hd
export DESIGN_NAME = adder_IEEE754_32bit
export DESIGN_NICKNAME = adder_IEEE754_32bit
export VERILOG_FILES = /design/flow/design.v
export SDC_FILE = /design/flow/constraint.sdc
export NUM_CORES = 4
export LEC_CHECK = 1
export CORE_UTILIZATION = 30
export SYNTH_HDL_FRONTEND = slang
[flow/constraint.sdc]
current_design adder_IEEE754_32bit

set clk_period 29.9
set clk_io_pct 0.2

create_clock -name clk0 -period $clk_period

set non_clock_inputs [all_inputs -no_clocks]
set_input_delay [expr $clk_period * $clk_io_pct] -clock clk0 $non_clock_inputs
set_output_delay [expr $clk_period * $clk_io_pct] -clock clk0 [all_outputs]
==> flow_metrics.py <==
# Synthesis and PnR figures
metrics = {
    "worst_hold_path": {
        "worst_hold_path_type": "primary input to primary output",
        "hold_path_depth": 4,
        "min-delay-start": "b[31]",
    },
    "layout": {
        "seq_cells": 0,
        "final_instance_count_excl_fillers": 1472,
        "nClkBuffers": 0,
        "most_frequently_placed_logic_cell_in_the_final_layout": "sky130_fd_sc_hd__mux2i_1",
        "seqCellArea_um2": 0,
        "num-fill-cells": 2756,
        "mi_logic_area_um2": 7060,
        "layout.cells.most_common_list": "119 x sky130_fd_sc_hd__mux2i_1, 117 x sky130_fd_sc_hd__nand2_1, 96 x sky130_fd_sc_hd__clkdlybuf4s50_1",
        "layout-drive-gt1-share": 0.0578,
        "area.growth.synth_to_final_pct": 15.5,
    },
    "logic_synthesis": {
        "postSynthSeqShare": 0,
        "post_synth_instance_area_um2": 7660,
        "synth_cell_types": 82,
        "synth_cells": 1103,
        "netlist.area_leader.share": 0.155,
        "synth_top_cell_by_area": "sky130_fd_sc_hd__mux2i_1",
        "synth_stat.cells": 1103,
        "yosysChipArea_um2": 7660,
        "synth_area_leaders": "sky130_fd_sc_hd__mux2i_1 16%, sky130_fd_sc_hd__ha_1 15%, sky130_fd_sc_hd__nand2_1 5.7%, sky130_fd_sc_hd__a21oi_1 5.1%, sky130_fd_sc_hd__nor2_1 4.3%",
        "synthesis.yosys.warnings": 0,
        "syn_avg_cell_area_um2": 6.95,
    },
    "sta": {
        "maxSlewHeadroom": 0.363,
        "timing.final.setup_violations": 0,
        "finalMaxSlewViolations": 0,
        "maxClockFrequency_mhz": 45.1,
        "layout_worst_path_cycle_share": 0.742,
        "totalNegativeSetupSlack_ps": 0,
        "final_critical_path_setup_slack_ps": 7710,
        "timing.final.crit_period_ps": 22190,
        "hold_violation_total_from_the_final_report": 0,
        "tightestPinTransition_ps": 950,
        "rsz0062_at_grt": "false",
    },
    "placed_design": {
        "place.detailed.hpwl_um": 24800,
        "place.detailed.instances": 1472,
        "detailedPlace.worstSlack_ps": 7790,
        "finalWeightedCongestion": 0.939,
        "port_buffers": 96,
    },
    "power": {
        "total_leakage_power_nw": 3.89,
        "irDropWorstVdd_mv": 0.0223,
        "finalPower_mw": 0.466,
        "powerDensity_nw_per_um2": 52.7,
    },
    "die": {
        "row_count": 58,
        "core_um2": 25100,
        "die_width_um": 162,
        "initial_core_util": 0.305,
        "chip_area_um2": 26200,
        "die_height_um": 162,
        "top_level_port_count": 96,
    },
    "detailed_routing": {
        "drt-vias-per-instance": 5.79,
        "dr.pass1.iters": 6,
        "route.detailed.drc": 0,
        "routed-via-count": 8527,
        "iteration_0_drc_markers": 863,
        "drtAntennaViolNets": 0,
        "routed_wl_um": 30500,
        "antenna-diode-count": 0,
        "wire_per_inst_um": 20.7,
    },
    "grt": {
        "groute.usage.overall": 0.233,
        "grt_pass1_wl_um": 46500,
        "global_route.overflow_total": 0,
        "grt_max_degree": 49,
        "grt_pass1_vias": 7943,
        "number_of_antenna_violations_at_the_first_check_in_global_routing": 0,
    },
    "clock_tree": {
        "post_cts_buffers": 0,
        "post_cts_resized": 0,
        "cts_hold_repair.buffers": 0,
    },
    "flow_run": {
        "cap_violations": 0,
        "tool_warnings": 88,
    },
    "critical_path": {
        "setup.worst_path.start_class": "primary input",
        "worstSetupStartpoint": "a[23]",
        "max_stage_delay_ps": 980,
        "critical_path_peak_fanout": 48,
        "max_stage_delay_cell_worst_path": "sky130_fd_sc_hd__or4_2",
        "worst_ep_required_time_ps": 23920,
        "crit_type": "primary input to primary output",
        "crit_path_end": "sum[11]",
        "setup.worst_path.end_class": "primary output",
        "worst-endpoint-arrival_ps": 16210,
    },
    "run_status": {
        "result_of_the_run": "complete, no violations",
    },
}
==> layout make-up <==
| cell class | count | area share |
|---|---|---|
| repair buffers | 114 | 0.124 |
| inverters | 74 | 0.0314 |
| multi-input cells | 954 | 0.798 |
| well taps | 330 | 0.0467 |
==> power by group <==
group / internal, mW / leakage, nW / switching (mW) / total, mW
clock: 0 / 0 / 0 / 0
sequential: 0 / 0 / 0 / 0
combinational: 0.197 / 3.89 / 0.269 / 0.466
total: 0.197 / 3.89 / 0.269 / 0.466
==> cell usage after synthesis, types with 8 or more instances <==
library cell and count:
sky130_fd_sc_hd__a211oi_1 13, sky130_fd_sc_hd__a21o_1 18, sky130_fd_sc_hd__a21oi_1 78, sky130_fd_sc_hd__a221oi_1 8
sky130_fd_sc_hd__a31oi_1 19, sky130_fd_sc_hd__a32o_1 10, sky130_fd_sc_hd__and3_1 14, sky130_fd_sc_hd__buf_2 24
sky130_fd_sc_hd__clkbuf_1 39, sky130_fd_sc_hd__ha_1 89, sky130_fd_sc_hd__inv_1 73, sky130_fd_sc_hd__mux2i_1 119
sky130_fd_sc_hd__nand2_1 117, sky130_fd_sc_hd__nand2b_1 9, sky130_fd_sc_hd__nand3_1 38, sky130_fd_sc_hd__nor2_1 87
sky130_fd_sc_hd__nor2b_1 15, sky130_fd_sc_hd__nor3_1 27, sky130_fd_sc_hd__nor4_1 8, sky130_fd_sc_hd__o211ai_1 14
sky130_fd_sc_hd__o21ai_0 42, sky130_fd_sc_hd__o21bai_1 12, sky130_fd_sc_hd__o31ai_1 9, sky130_fd_sc_hd__or2_2 9
sky130_fd_sc_hd__or3_1 11, sky130_fd_sc_hd__xnor2_1 31, sky130_fd_sc_hd__xor2_1 8
==> layer usage <==
metal	track usage	share of wire	vias to the layer above
li1	-	-	4151
met1	0.337	0.46	3968
met2	0.355	0.43	355
met3	0.0242	0.064	53
met4	0.0931	0.047	0
met5	0	0	-
==> how the worst min path moves through the flow <==
stage         end  slack, ps
6_report  sum[31]      12990
5_1_grt   sum[31]      13070
4_1_cts   sum[31]      13000
==> worst max-delay path, delay by kind of cell <==
family                   cells  cell delay, ps
AND-OR/OR-AND                8            3070
AND/OR/NAND/NOR              5            2640
buffers and inverters        5            1750
multiplexers                 4            1530
adder cells (fa/ha/maj)      3            1130
==> per-stage QoR <==
stage	hold WS, ps	util	area (um^2)
3_5_place_dp	13000	0.352	8850
6_report	12990	0.352	8850
3_3_place_gp	12990	0.352	8850
2_1_floorplan	12090	-	7660
5_1_grt	13070	0.352	8850
4_1_cts	13000	0.352	8850
==> cell families after synthesis <==
logic type | share of synthesized area
AOI/OAI and AO/OA | 0.286
adders and majority gates | 0.158
and+or+nand+nor | 0.237
buffers and inverters | 0.0833
muxes | 0.186
xor gates and xnor gates | 0.0488
Power and IR drop assume default switching activity.
